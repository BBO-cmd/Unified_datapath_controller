[flow/run.sh]
#!/bin/bash
# OpenROAD 26Q1-2900-gdf79404cd8, Yosys 0.63+post, stock flow scripts
make -C /OpenROAD-flow-scripts/flow DESIGN_CONFIG=/design/flow/config.mk WORK_HOME=/design/flow/orfs finish
[flow/config.mk]
export PLATFORM = sky130hd
export DESIGN_NAME = res50_fsm
export DESIGN_NICKNAME = res50_fsm
export VERILOG_FILES = /design/flow/design.v
export SDC_FILE = /design/flow/constraint.sdc
export NUM_CORES = 4
export LEC_CHECK = 1
export CORE_UTILIZATION = 30
[flow/constraint.sdc]
current_design res50_fsm

set clk_period 8.3
set clk_io_pct 0.2

create_clock -name clk0 -period $clk_period [get_ports {clk}]

set non_clock_inputs [all_inputs -no_clocks]
set_input_delay [expr $clk_period * $clk_io_pct] -clock clk0 $non_clock_inputs
set_output_delay [expr $clk_period * $clk_io_pct] -clock clk0 [all_outputs]
[flow/design.v]
`timescale 1ns / 1ps
module res50_fsm(
clk,
rstn,
q_width,
q_height,
q_channel,
q_step_x,
q_step_y,
q_vsync_delay,
q_hsync_delay,
q_frame_size,
q_start,
o_ctrl_vsync_run,
o_ctrl_vsync_cnt,
o_ctrl_hsync_run,
o_ctrl_hsync_cnt,
o_ctrl_data_run,
o_row,
o_col,
o_chn,
o_data_count,
o_end_frame
);
parameter W_SIZE  = 8;					
parameter W_FRAME_SIZE  = 2 * W_SIZE + 3;	
parameter W_DELAY = 12;
input clk, rstn;
input [W_SIZE-1 :0] q_width;
input [W_SIZE-1 :0] q_height;
input [W_SIZE-1 :0] q_channel;
input [W_SIZE-1 :0] q_step_x;
input [W_SIZE-1 :0] q_step_y;
input [W_DELAY-1:0] q_vsync_delay;
input [W_DELAY-1:0] q_hsync_delay;
input [W_FRAME_SIZE-1:0] q_frame_size;
input q_start;
output 					 o_ctrl_vsync_run;
output [W_DELAY-1:0]	 o_ctrl_vsync_cnt;
output 					 o_ctrl_hsync_run;
output [W_DELAY-1:0]	 o_ctrl_hsync_cnt;
output 					 o_ctrl_data_run;
output [W_SIZE-1:0] 	 o_row;
output [W_SIZE-1:0] 	 o_col;
output [W_SIZE-1:0] 	 o_chn;
output [W_FRAME_SIZE-1:0]o_data_count;
output o_end_frame;
localparam		ST_IDLE 	= 2'b00,
				ST_VSYNC	= 2'b01,
				ST_HSYNC	= 2'b10,
				ST_DATA		= 2'b11;
reg [1:0] cstate, nstate;
reg 				ctrl_vsync_run;
reg [W_DELAY-1:0]	ctrl_vsync_cnt;
reg 				ctrl_hsync_run;
reg [W_DELAY-1:0]	ctrl_hsync_cnt;
reg 				ctrl_data_run;
reg [W_SIZE-1:0] 	row;
reg [W_SIZE-1:0] 	col;
reg [W_SIZE-1:0] 	chn;
reg [W_FRAME_SIZE-1:0] data_count;
wire end_frame;
always@(posedge clk, negedge rstn)
begin
    if(!rstn) begin
        cstate <= ST_IDLE;
    end
    else begin
        cstate <= nstate;
    end
end
always @(*) begin
    case(cstate)
		ST_IDLE: begin
			if(q_start)
				nstate = ST_VSYNC;
			else
				nstate = ST_IDLE;
        end		
        ST_VSYNC: begin
			if(ctrl_vsync_cnt == q_vsync_delay) 
				nstate = ST_HSYNC;
			else
				nstate = ST_VSYNC;
        end	
        ST_HSYNC: begin
			if(ctrl_hsync_cnt == q_hsync_delay) 
				nstate = ST_DATA;
			else
				nstate = ST_HSYNC;
        end		
        ST_DATA: begin
			if(end_frame)		 
				nstate = ST_IDLE;
			else begin
				if((col == q_width - q_step_x) && (chn == q_channel-1))     
				nstate = ST_HSYNC;
			else
				nstate = ST_DATA;
			end
        end
        default: nstate = ST_IDLE;
    endcase
end
always @(*) begin
	ctrl_vsync_run = 0;
	ctrl_hsync_run = 0;
	ctrl_data_run  = 0;
	case(cstate)
		ST_VSYNC: 	begin ctrl_vsync_run = 1; end
		ST_HSYNC: 	begin ctrl_hsync_run = 1; end
		ST_DATA: 	begin ctrl_data_run  = 1; end
	endcase
end
always@(posedge clk, negedge rstn)
begin
    if(!rstn) begin
        ctrl_vsync_cnt <= 0;
		ctrl_hsync_cnt <= 0;
    end
    else begin
        if(ctrl_vsync_run)
			ctrl_vsync_cnt <= ctrl_vsync_cnt + 1;
		else 
			ctrl_vsync_cnt <= 0;
        if(ctrl_hsync_run)
			ctrl_hsync_cnt <= ctrl_hsync_cnt + 1;			
		else
			ctrl_hsync_cnt <= 0;
    end
end
always@(posedge clk, negedge rstn)
begin
    if(!rstn) begin
        row <= 0;
		col <= 0;
		chn <= 0;
    end
	else begin
		if(ctrl_data_run) begin
			if(chn == q_channel-1) begin 
				if(col == q_width - q_step_x) begin
					if(row == q_height - q_step_y)
						row <= 0;			
					else 
						row <= row + q_step_y;
				end
				if(col == q_width - q_step_x) 
					col <= 0;
				else 
					col <= col + q_step_x;			
			end 
			if(chn == q_channel - 1) 
				chn <= 0;
			else 
				chn <= chn + 1;				
		end
	end
end
always@(posedge clk, negedge rstn)
begin
    if(!rstn) begin
        data_count <= 0;
    end
    else begin
        if(ctrl_data_run && (chn == q_channel-1)) begin
			if(!end_frame)
				data_count <= data_count + 1;
			else
				data_count <= 0;
		end
    end
end
assign end_frame = ((row == q_height - q_step_y) 
                 && (col == q_width - q_step_x)
				 && (chn == q_channel-1))? 1'b1: 1'b0;			
assign o_ctrl_vsync_run = ctrl_vsync_run;
assign o_ctrl_vsync_cnt = ctrl_vsync_cnt;
assign o_ctrl_hsync_run = ctrl_hsync_run;
assign o_ctrl_hsync_cnt = ctrl_hsync_cnt;
assign o_ctrl_data_run  = ctrl_data_run ;
assign o_row = row;
assign o_col = col;
assign o_chn = chn;
assign o_data_count = data_count;
assign o_end_frame = end_frame;
endmodule
==> reports/metrics.cfg <==
[yosys]
top_area_frac=0.3307
synth_top_cell_by_count=sky130_fd_sc_hd__dfrtp_1
number_of_synthesized_register_bits=71
synth_async_sr_flop_share=1.000
number_of_warnings_printed_during_yosys_synthesis=1
synth.yosys.num_cells=611
postSynthSeqShare=0.3356
synth_cell_types=54
synth_top_flop_cell=sky130_fd_sc_hd__dfrtp_1
synth-edff-count=0
yosys_area_sq_um=5298
synth_area_leader_cell=sky130_fd_sc_hd__dfrtp_1
post_synthesis_average_cell_area_sq_um=8.670
post_synth_most_frequent_cells=sky130_fd_sc_hd__dfrtp_1, sky130_fd_sc_hd__nand2_1, sky130_fd_sc_hd__xnor2_1
synth.area.top_cells=sky130_fd_sc_hd__dfrtp_1, sky130_fd_sc_hd__xnor2_1, sky130_fd_sc_hd__ha_1
post_synth_inst_count=611
synth_area_sq_um=5298

[route]
drtPass1Iterations=4
post_route_drc=0
avgViaCountPerCell=4.821
drtAntennaViolNets=0
finalWirelength_microns=13220
dr.first_iter.drc_count=228
routedWlPerCell_microns=13.54
antenna-diode-count=0
via_count=4705

[floorplanning]
die_area_sq_um=18190
rows=48
chipHeight_microns=134.9
io_pins=157
core_area_sq_um=17300
initial_utilization=0.3063
die_x_microns=134.9

[pwr]
power.leakage_nw=3.094
vdd_ir_drop_max_v=0.00009247
cellPowerDensity_nw_per_um2=142.9

[timing]
hold_viol_final=0
final.setup.tns_ns=0
skew_ns=0.005673
grt_setup_unrepaired=no
slew_headroom=0.5001
tightest_slew_ns=0.7479
final_slew_violations=0
finalWorstPathRequiredPeriod_ns=6.640
final.setup.worst_slack_ns=1.660
timing.fmax_ghz=0.1506
setup-violations-final=0
layout_worst_path_cycle_share=0.8000

[grt]
grt_pass1_wl_microns=21360
grt_pass1_vias=4224
antenna_found_initial=0
total_gr_overflow=0
grt_start_max_net_pins=40
grt_use_total=0.1487

[clock_tree]
htree_levels=3
cts_root_buf=sky130_fd_sc_hd__clkbuf_16
clk_pin_slew_worst_paths_ns=0.05
cts-hold-fix-buffers=0
numCtsBuffers=9
max-clock-path-buffers=2
cts_resized=0
post_cts.repair.setup_buffers=0
tritoncts=built
cts.sinks=71
insertion_delay_ns=0.33

[final_layout]
synthToLayoutAreaGrowth_pct=36.82
drive_gt1_frac=0.03862
n_fill_cell=1708
finish.cell_count_without_fillers=976
final-comb-area_sq_um=3296
ff_latch_area_sq_um=1778

[critical_path]
cpMostUsedCell=sky130_fd_sc_hd__clkdlybuf4s50_1
crit_path_cell_trace=clkdlybuf4s50_1 > inv_1 > ha_1 > fa_1 > xnor2_1 > a2111oi_0 > o211a_1 > nand4_1 > buf_4 > or4_1 > nor2_1 > clkdlybuf4s50_1
worst-r2r-setup-slack_ns=5.41
critical_path_class=input port to primary output
critPathMaxStageDelay_ns=0.49
critical_path.max_fanout=31
worst_ep_required_time_ns=6.64
crit_arrival_ns=4.98
worstSetupEndpointType=primary output
crit_path_top_delay_cell=sky130_fd_sc_hd__clkdlybuf4s50_1
cp.buffers_inverters=4
critical_path.top_delay_family=buffers and inverters
startpoint_type=input port

[run]
max_cap_viol_count=0
warnings=44

[status]
run_status=completed

[placement]
place_hpwl_microns=9964
place_inst=960
place.port_buffers=137
pre_cts_slack_ns=1.661
place.gp.congestion=0.7788

[hold_path]
hold_class=register to register

-- worst paths after layout --
kind                            startpoint       endpoint  depth (start not counted)
worst max register to register      chn[7]  data_count[5]                          7
max in group asynchronous             rstn      cstate[0]                          2
worst min register to register   cstate[0]      cstate[0]                          2
worst min-delay path             cstate[0]      cstate[0]                          2
min in group asynchronous             rstn  data_count[0]                          1
worst max-delay path            q_width[0]    o_end_frame                         12
-- worst min-delay path: stages, from the launching register on --
cell	delay [ns]
sky130_fd_sc_hd__dfstp_2	0.36
sky130_fd_sc_hd__inv_1	0.04
sky130_fd_sc_hd__o22ai_1	0.07
-- logic make-up after synthesis --
group / Yosys count / share of synthesized area
AND/OR/NAND/NOR: 226 / 0.2187
buffers and inverters: 59 / 0.04228
AND-OR/OR-AND: 122 / 0.1500
flip-flops: 71 / 0.3356
adder cells (fa/ha/maj): 37 / 0.09306
XOR/XNOR: 89 / 0.1471
multiplexers: 7 / 0.01323
-- per-layer routing --
metal | track usage | share of wire | vias to the layer above | wire (microns)
met1 | 0.2299 | 0.49 | 2157 | 6483
met5 | 0 | 0 | - | 0
met3 | 0.02452 | 0.049 | 8 | 651
li1 | - | - | 2439 | -
met4 | 0.01373 | 0.010 | 0 | 134
met2 | 0.2302 | 0.45 | 101 | 5948
-- flip-flops by register name (all words and copies together) (netlist names) --
signal / cells
data_count: 19
chn: 8
cstate: 4
col: 8
ctrl_hsync_cnt: 12
row: 8
ctrl_vsync_cnt: 12
-- through the flow --
stage | hold slack, ns | util | instance area (sq um) | power, mW
2_1_floorplan | 0.4532 | - | 5298 | 0.5132
3_3_place_gp | 0.4737 | 0.3998 | 6915 | 0.6166
3_5_place_dp | 0.4771 | 0.3998 | 6915 | 0.6184
4_1_cts | 0.4861 | 0.4191 | 7248 | 1.055
5_1_grt | 0.5156 | 0.4191 | 7248 | 1.098
6_report | 0.4847 | 0.4191 | 7248 | 1.036
-- layout by cell type (no fill, tap or decap), types with 7 or more instances in the layout --
cell type	instances
sky130_fd_sc_hd__or3_1	8
sky130_fd_sc_hd__mux2i_1	7
sky130_fd_sc_hd__nor2b_1	7
sky130_fd_sc_hd__nor3_1	13
sky130_fd_sc_hd__and3_1	9
sky130_fd_sc_hd__inv_1	41
sky130_fd_sc_hd__o22ai_1	10
sky130_fd_sc_hd__nand2_1	59
sky130_fd_sc_hd__nand3_1	23
sky130_fd_sc_hd__a21o_1	9
sky130_fd_sc_hd__ha_1	33
sky130_fd_sc_hd__xnor2_1	51
sky130_fd_sc_hd__nand4_1	13
sky130_fd_sc_hd__nand2b_1	10
sky130_fd_sc_hd__o211ai_1	15
sky130_fd_sc_hd__o21ai_0	33
sky130_fd_sc_hd__nor2_1	47
sky130_fd_sc_hd__clkbuf_16	9
sky130_fd_sc_hd__xor2_1	38
sky130_fd_sc_hd__a21oi_1	21
sky130_fd_sc_hd__nor4_1	9
sky130_fd_sc_hd__dfrtp_1	70
sky130_fd_sc_hd__clkdlybuf4s50_1	136
-- power breakdown --
part,total (mW),internal (mW),switching [mW]
Combinational,0.210,0.125,0.0850
Clock,0.426,0.279,0.147
Sequential,0.400,0.365,0.0352
-- cell type report --
| cell class | instances | share of cell area |
|---|---|---|
| multi-input cells | 481 | 0.4547 |
| flip-flops and latches | 71 | 0.2453 |
| repair buffers | 142 | 0.1940 |
| well taps | 225 | 0.03884 |
| clock buffers | 11 | 0.03487 |
| inverters | 41 | 0.02123 |
| clock inverters | 5 | 0.01105 |
Power figures rest on the tool's default switching activity, not on a simulated workload.
